### ./design.v
module conway(
    input   logic           rst,
    input   logic           clk,
    input   logic           load,
    input   logic  [255:0]  data,
    output  logic  [255:0]  q 
); 
    logic [255:0] state, next_state;
    assign q = state;
    logic [15:0] counter;
    integer i;
    always_ff @(posedge clk) begin 
        if(load)
            state <= data;
        else
            state <= next_state;
    end
    integer row, col;
    logic [2:0] accum;
    logic [3:0] top_index, bottom_index, left_index, right_index;
    always_comb begin
        for (row = 0; row < 16; row = row + 1) begin
            top_index = row + 1'b1; 
            bottom_index = row - 1'b1;
            for (col = 0; col < 16; col = col + 1) begin
                left_index = col + 1'b1;
                right_index = col - 1'b1;
                accum = 3'b0;               
                accum = state[top_index * 16 + left_index] +
                        state[top_index * 16 + right_index] +
                        state[top_index * 16 + col] +
                        state[bottom_index * 16 + left_index] +
                        state[bottom_index * 16 + right_index] +
                        state[bottom_index * 16 + col] +
                        state[row * 16 + left_index] +
                        state[row * 16 + right_index];
                case (accum)
                    3'd2: next_state[row * 16 + col] = state[row * 16 + col];
                    3'd3: next_state[row * 16 + col] = 1'b1;
                    default: next_state[row * 16 + col] = 1'b0;
                endcase
            end
        end
    end
endmodule
### ./run.sh
#!/bin/bash
# OpenROAD 26Q1-2900-gdf79404cd8, Yosys 0.63+post, stock flow scripts
make -C /OpenROAD-flow-scripts/flow DESIGN_CONFIG=/design/flow/config.mk WORK_HOME=/design/flow/orfs finish
### ./constraint.sdc
current_design conway

set clk_period 5.6
set clk_io_pct 0.2

create_clock -name clk0 -period $clk_period [get_ports {clk}]

set non_clock_inputs [all_inputs -no_clocks]
set_input_delay [expr $clk_period * $clk_io_pct] -clock clk0 $non_clock_inputs
set_output_delay [expr $clk_period * $clk_io_pct] -clock clk0 [all_outputs]
### ./config.mk
export PLATFORM = sky130hd
export DESIGN_NAME = conway
export DESIGN_NICKNAME = conway
export VERILOG_FILES = /design/flow/design.v
export SDC_FILE = /design/flow/constraint.sdc
export NUM_CORES = 4
export LEC_CHECK = 1
export CORE_UTILIZATION = 30
==> flow_summary_export.csv <==
group,metric,value,unit
detailed_routing,routed-via-count,32700,
clock_tree,clock_latency,0.62,ns
sta,final.setup_skew,0.02615,ns
yosys,synth-edff-count,256,
final_layout,area.combinational,34300,um2
yosys,synth_seq_share,15.62,%
run_status,outcome,"complete, no violations",
detailed_routing,drtIter0Drc,1146,
yosys,synth_largest_type_area_fraction,41.62,%
floorplan,die_height,407,um
final_layout,fin_area,57900,um2
critical_path,critical_path.reg2reg.startpoint,"state[12]$_DFFE_PP_",
yosys,yosys-stat-area,49210,um2
final_layout,biggestRegsByFlops,"state: 256 flops",
clock_tree,ctsRootBufferMaster,"sky130_fd_sc_hd__clkbuf_16",
final_layout,layout.filler_cells,15770,
sta,min_period,3.853,ns
detailed_routing,routedWlPerCell,18.73,um
critical_path,required_time_reported_for_the_critical_path_endpoint,5.96,ns
critical_path,timing.critical_path.from_type,"flop",
global_route,grt_pass1_vias,34640,
yosys,synth.avg_cell_area,10.53,um2
placed_design,gpl.final_weighted_congestion,0.9044,
yosys,yosysWarnings,1,
sta,period_used_share,68.81,%
sta,fmaxAchievable,259.5,MHz
placed_design,dpl-instance-area,56650,um2
yosys,synthDistinctLibCells,12,
yosys,cells_after_synth,4675,
floorplan,fp_util,30.23,%
final_layout,largest-register,"state",
flow_run,max_cap_viol_count,0,
critical_path,r2r-end,"state[11]$_DFFE_PP_",
clock_tree,htree_num_levels,2,
detailed_routing,drt_pass1_iterations,5,
detailed_routing,drtAntennaViolNets,0,
clock_tree,clock_slew_at_reported_path_ffs,0.06,ns
sta,slew_headroom,45.77,%
min_path,holdCritPathClass,"flop to flop",
yosys,synthArstFlopShare,0,%
final_layout,largest_register_ffs,256,
global_route,grt_first_pass_wirelength,211000,um
final_layout,ff_latch_area,7687,um2
sta,fin_tns_setup,0,ns
yosys,ys.flop_type,"sky130_fd_sc_hd__edfxtp_1",
placed_design,hpwl,117900,um
yosys,postSynthRegisterBits,256,
critical_path,cp_max_fo,9,
yosys,yosysCellCount,4675,
min_path,worst_hold_path.endpoint,"state[46]$_DFFE_PP_",
critical_path,worstSetupEndpointType,"flop",
final_layout,fraction_of_layout_instances_using_a_drive_strength_above_1,1.369,%
sta,grt_setup_unrepaired,"no",
global_route,track_usage,18.36,%
clock_tree,cts-resized-gates,0,
clock_tree,cts_setup_buffers,0,
floorplan,ioPinCount,515,
critical_path,rrSetupSlack,1.75,ns
floorplan,std_cell_rows,148,
sta,final-hold-violation-count,0,
detailed_routing,via_per_inst,4.441,
global_route,grt_remaining_overflow,0,
floorplan,fp.coreArea,162800,um2
clock_tree,cts_tree,"yes",
critical_path,worst_r2r_path_depth,9,
yosys,common_cells,"sky130_fd_sc_hd__inv_1, sky130_fd_sc_hd__fa_1, sky130_fd_sc_hd__ha_1",
sta,max_slew.worst_pin.slew,0.8125,ns
floorplan,die-area,165600,um2
detailed_routing,drcViolationCount,0,
sta,setup_violations,0,
sta,drv_slew,0,
clock_tree,cts_hold_buf,0,
critical_path,ws_path_type,"flop to flop",
min_path,hold_depth,2,
final_layout,synthToLayoutAreaGrowth,17.67,%
global_route,maximum_number_of_pins_on_one_net_before_global_route_repair,156,
yosys,area_leaders,"sky130_fd_sc_hd__fa_1, sky130_fd_sc_hd__edfxtp_1, sky130_fd_sc_hd__inv_1",
flow_run,stage_log_warnings,30,
yosys,post_synthesis_cell_type_with_the_largest_instance_count,"sky130_fd_sc_hd__inv_1",
min_path,timing.hold.worst.start,"state[31]$_DFFE_PP_",
detailed_routing,wirelength,137900,um
clock_tree,clk_path_buf_depth,3,
critical_path,cp_data_arrival_time,4.22,ns
yosys,synth.cell_area,49210,um2
global_route,antenna_found_initial,7,
yosys,top_area_cell,"sky130_fd_sc_hd__fa_1",
clock_tree,clock-sinks,256,
clock_tree,cts_made_buffers,44,
placed_design,numPortBuffers,513,
floorplan,die_w,407,um
-- cell usage in the layout (no fill, tap or decap), drive strengths merged --
cell,synthesis,layout
clkinvlp,0,1
diode,0,1
ha,512,512
nand2,256,256
buf,52,16
clkinv,0,12
fa,1023,1023
xnor2,256,256
inv,1775,1775
or4,256,256
clkdlybuf4s50,0,512
clkbuf,33,56
o41ai,256,256
edfxtp,256,256
bufinv,0,1
-- per-stage QoR --
stage | std cells | worst slack, ns | hold slack (ns) | utilization, %
2_1_floorplan | 4675 | 2.069 | 0.7461 | -
3_3_place_gp | 7293 | 1.742 | 0.8858 | 34.80
3_5_place_dp | 7293 | 1.734 | 0.8897 | 34.80
4_1_cts | 7363 | 1.712 | 0.9025 | 35.57
5_1_grt | 7364 | 1.535 | 0.9227 | 35.57
6_report | 7364 | 1.747 | 0.8872 | 35.57
-- worst max-delay path, cell delays in order (launching register included) --
cell and delay, ns:
sky130_fd_sc_hd__edfxtp_1 0.87, sky130_fd_sc_hd__fa_1 0.54, sky130_fd_sc_hd__inv_1 0.07, sky130_fd_sc_hd__fa_1 0.43, sky130_fd_sc_hd__fa_1 0.50, sky130_fd_sc_hd__inv_1 0.05
sky130_fd_sc_hd__ha_1 0.17, sky130_fd_sc_hd__inv_1 0.07, sky130_fd_sc_hd__fa_1 0.43, sky130_fd_sc_hd__or4_1 0.49
-- per-layer routing --
| metal | up-vias | routed length [um] | track usage (%) |
|---|---|---|---|
| met5 | - | 104 | 0.2676 |
| met4 | 10 | 2890 | 2.935 |
| met3 | 124 | 16350 | 8.918 |
| met2 | 1027 | 64750 | 28.62 |
| met1 | 16180 | 53800 | 24.09 |
| li1 | 15360 | - | - |
-- final cells by class --
type / count / area share [%]
well taps: 2175 / 4.700
inverters: 1775 / 11.51
clock inverters: 14 / 0.1469
flip-flops and latches: 256 / 13.28
clock buffers: 56 / 2.016
repair buffers: 528 / 9.115
diodes: 1 / 0.004322
multi-input cells: 2559 / 59.23
-- cells by family (layout without fill, tap and decap cells) --
kind of cell / after synthesis / in the layout / share of synthesized area [%]
AOI/OAI and AO/OA: 256 / 256 / 4.648
xor gates and xnor gates: 256 / 256 / 4.557
adders and majority gates: 1535 / 1535 / 54.64
buffers and inverters: 1860 / 2373 / 14.68
DFF: 256 / 256 / 15.62
other: 0 / 1 / 0
and+or+nand+nor: 512 / 512 / 5.858
-- worst max-delay path by stage --
stage	startpoint	end	cells after the start
4_1_cts	state[12]$_DFFE_PP_	state[11]$_DFFE_PP_	9
6_report	state[12]$_DFFE_PP_	state[11]$_DFFE_PP_	9
5_1_grt	state[12]$_DFFE_PP_	state[28]$_DFFE_PP_	9
